$ cat config.mk
export PLATFORM = sky130hd
export DESIGN_NAME = inst_ram
export DESIGN_NICKNAME = inst_ram
export VERILOG_FILES = /design/flow/design.v
export SDC_FILE = /design/flow/constraint.sdc
export NUM_CORES = 4
export LEC_CHECK = 1
export CORE_UTILIZATION = 40
export SYNTH_MEMORY_MAX_BITS = 65536
$ cat constraint.sdc
current_design inst_ram

set clk_period 116.7
set clk_io_pct 0.2

create_clock -name clk0 -period $clk_period [get_ports {clk}]

set non_clock_inputs [all_inputs -no_clocks]
set_input_delay [expr $clk_period * $clk_io_pct] -clock clk0 $non_clock_inputs
set_output_delay [expr $clk_period * $clk_io_pct] -clock clk0 [all_outputs]
$ cat design.v
`timescale 1ns / 1ps
module inst_ram(
    input clk,
    input [3:0]WrEn,
    input [31:0]Adr,
    input [31:0]DataIn,
    output reg [31:0]DataOut
    );
    wire [8:0]ad=Adr[8:0];
    reg [31:0]Ram[511:0];
    integer i;
initial 
    begin
    for(i=0;i<512;i=i+1)
    Ram[i]<=0;
    end
    always@ (negedge clk)
    begin 
    if(WrEn[0])
        begin 
            Ram[ad][7:0]<=DataIn[7:0];
        end
     end          
   always@(negedge clk)
   begin
      if(WrEn[1])
      begin 
           Ram[ad][15:8]<=DataIn[15:8];
       end
    end
   always@(negedge clk)
   begin
    if(WrEn[2])
      begin 
        Ram[ad][23:16]<=DataIn[23:16];
      end
   end
   always@(negedge clk)
     begin
         if(WrEn[3])
       begin 
           Ram[ad][31:24]<=DataIn[31:24];
       end 
     end
   always@(negedge clk)
      begin
        DataOut<=Ram[ad];
     end
endmodule
$ cat run.sh
#!/bin/bash
# OpenROAD 26Q1-2900-gdf79404cd8, Yosys 0.63+post, stock flow scripts
make -C /OpenROAD-flow-scripts/flow DESIGN_CONFIG=/design/flow/config.mk WORK_HOME=/design/flow/orfs finish
==> run summary <==
Max Cap Viol: 0
Post-CTS Resized: 0
Via count: 363,337
Num rows: 461
Slew HR: -0.000205
Setup ws final: 26,730 ps
Dominant cell area share: 0.778
Largest net degree at the start of global routing: 137
CP Data Arrival Time: 32,750 ps
Chip area: 1.59 sq mm
Gate Count Post-Synth: 29,714
Post-CTS Setup Inserts: 0
First DRT Iteration DRCs: 23,241
Critical Path RT: 59,480 ps
Top cells by area: edfxtp_1 78%, mux4_2 13%, mux2i_1 2.5%, nor2_1 1.3%, a22oi_1 0.66%
DRC Markers: 0
Final count of pins violating max slew: 4
Avg Cell Area, Syn: 21.3 sq um
CTS Buf Count: 1,784
Adder-Cell Fraction of Synth Area: 0
VDD IR max: 0.0155 mV
Late-Pin Clk Latency: 1360 ps
Die Y: 1.26 mm
Place WS: 24,850 ps
Pre-antenna DRT Iters: 8
Sink Count: 16,416
Vias in the first global route: 423,242
Synth Warn #: 1
Aoi share: 0.0271
First-pass GRT wire length: 2680 mm
CORE AREA: 1.58 sq mm
Post-Synth XOR/XNOR Area: 0
Dominant logic cell types in the final layout: 16,856 x inv_1, 16,384 x edfxtp_1, 3,581 x mux4_2
Most numerous logic cell after layout: inv_1
Overflow after GRT: 0
Post-DR vias/cell: 5.19
Pwr/cell area: 19.0 mW/mm^2
Basic Gates by Area: 0.0228
Post-Place Cells: 50,118
Worst slew pin tran: 1500 ps
CTS tree: done
Worst hold path type: reg -> reg
PortBufs: 77
RSZ-0062 raised after global routing: false
Final tally of setup violations: 0
Post-DP HPWL: 1180 mm
Top FF cell, synth: edfxtp_1
Crit-path max FO: 33
Failing checks: max-slew violations
Die width: 1.26 mm
H-tree levels: 7
Fraction of layout cells with a size suffix above 1: 0.166
Flip-flops with a built-in enable: 16,384
CP Launch Type: input port
DR WL/cell: 27.1 microns
Init Core Util: 0.401
Ports: 101
Final Util: 0.497
Root Buffer: clkbuf_16
GP Congestion: 0.914
Cell count in the Yosys report: 29,714
Final Routed Wirelength: 1900 mm
CTS Buffer Depth: 6
Clk_skew: 95.8 ps
Post-synthesis cell type count: 80
Setup crit end kind: flop
R2R depth: 8
Synth Seq Share: 0.779
Setup CP Type: in -> reg
Setup TNS: 0 ps
Yosys stat chip area: 0.633 sq mm
Synth Cell Area: 0.633 sq mm
Worst-path clk slew: 40 ps
Fin Hold WS: 848 ps
Synth flops: 16,416
Fin. Hold Viols: 0
Worst hold path depth: 5
Top logic family: multiplexers
All-Layer GR Usage: 0.264
Final antenna-violating net count: 0
Lkg Pwr: 312 nW
Tool warnings: 1,125
Ys async rst share: 0
Hold-fix buffers at CTS: 0
Area delta synth->final: 23.9%
Outcome: complete, but fails checks
Cell type with the largest total area: edfxtp_1
Initial antenna violation count: 148
Synth mux share: 0.157
Count of non-filler cells in the finished layout: 70,025
==> state kept, by name, indices dropped and copies added (netlist names) <==
signal,cells
Ram,16384
DataOut,32
==> final timing paths <==
kind | start | to | slack [ps]
min | Ram[192][26]$_DFFE_NP_ | DataOut[26]$_DFF_N_ | 850
max | Adr[0] | DataOut[6]$_DFF_N_ | 26730
max reg2reg | Ram[45][11]$_DFFE_NP_ | DataOut[11]$_DFF_N_ | 112040
min reg2reg | Ram[192][26]$_DFFE_NP_ | DataOut[26]$_DFF_N_ | 850
==> synthesized netlist by cell type, types with 51 or more instances <==
master,count
edfxtp_1,16384
a22o_1,142
nor4_1,83
o21ai_0,439
nor3_1,60
mux2_2,239
buf_6,55
buf_4,146
clkbuf_1,889
nor2_1,2180
a31oi_1,79
a21oi_1,418
nand4_1,297
o22ai_1,562
nand2_1,296
buf_2,617
mux2i_1,1595
a22oi_1,559
a221oi_1,51
nand3_1,167
a211o_1,61
buf_1,251
mux4_2,3581
==> metal layers <==
| layer | GRT usage | vias up | part of all wire |
|---|---|---|---|
| met5 | 0.0408 | - | 0.0048 |
| li1 | - | 160036 | - |
| met2 | 0.353 | 22664 | 0.46 |
| met3 | 0.252 | 3892 | 0.19 |
| met1 | 0.253 | 176506 | 0.29 |
| met4 | 0.155 | 239 | 0.056 |
==> critical path: stages <==
cell	delay, ps
buf_16	270
buf_4	410
buf_4	540
buf_4	610
buf_4	690
buf_4	580
buf_4	660
buf_4	580
buf_4	550
buf_4	510
buf_4	590
mux4_2	610
mux2i_1	400
o22ai_1	330
nor4_1	530
buf_4	240
o2111ai_1	160
and4bb_1	660
nand3_1	140
==> through the flow <==
step	power [mW]	instance area (sq um)
2_1_floorplan	7.73	633000
3_3_place_gp	8.03	662000
3_5_place_dp	8.04	662000
4_1_cts	15.1	783000
5_1_grt	15.8	784000
6_report	14.9	784000
==> kinds of logic (layout without fill, tap and decap cells) <==
family,after synthesis,after routing
and+or+nand+nor,3299,3299
other,0,321
muxes,5415,5415
DFF,16416,16416
AOI/OAI and AO/OA,2590,2590
buffers and inverters,1994,20918
==> power by group <==
part,leakage (nW),internal [mW],switching (mW)
registers,147,6.55,0.00768
clock network,117,4.14,3.64
logic,48.2,0.183,0.397
==> area by class of cell <==
cell class	instances	area (sq um)
fillers	122336	793000
flip-flops and latches	16416	493000
multi-input cells	11304	133000
clock inverters	17782	75500
clock buffers	1803	45100
well taps	21066	26400
repair buffers	1298	10700
diodes	321	803
inverters	35	168
Power figures rest on the tool's default switching activity, not on a simulated workload.
