**flow/config.mk**
```make
export PLATFORM = sky130hd
export DESIGN_NAME = inst_rom
export DESIGN_NICKNAME = inst_rom
export VERILOG_FILES = /design/flow/design.v
export SDC_FILE = /design/flow/constraint.sdc
export NUM_CORES = 4
export LEC_CHECK = 1
export CORE_UTILIZATION = 30
export SYNTH_MEMORY_MAX_BITS = 65536
```
**flow/constraint.sdc**
```tcl
current_design inst_rom

set clk_period 4.7
set clk_io_pct 0.2

create_clock -name clk0 -period $clk_period [get_ports {clk}]

set non_clock_inputs [all_inputs -no_clocks]
set_input_delay [expr $clk_period * $clk_io_pct] -clock clk0 $non_clock_inputs
set_output_delay [expr $clk_period * $clk_io_pct] -clock clk0 [all_outputs]
```
**flow/design.v**
```verilog
`timescale 1ns / 1ps
module inst_rom(
    input [31:0] PC_in,
    input clk,
    input reset,
    output reg [31:0]PC_out,
    output reg [31:0] inst
    );
    reg [31:0] PP;
 reg [8:0] Rom [511:0];
wire [8:0]addr=PC_in[8:0];
integer i;
initial 
begin
for(i=0;i<512;i=i+1)
Rom[i]<=i;
end
always @(negedge clk)
if(reset==1)
begin
PC_out<=0;
inst<=Rom[addr];
end
else 
begin
PP<=PC_in+4;
PC_out<=PP;
inst<=Rom[addr];
end
endmodule
```
**flow/run.sh**
```bash
#!/bin/bash
# OpenROAD 26Q1-2900-gdf79404cd8, Yosys 0.63+post, stock flow scripts
make -C /OpenROAD-flow-scripts/flow DESIGN_CONFIG=/design/flow/config.mk WORK_HOME=/design/flow/orfs finish
```
==> deck_impl_summary.md <==
Key Metrics from the Run

Drt
  – Post-Route M1 WL: 2300 µm
  – Residual DRC: 0
  – # diodes: 0
  – DRT Wirelength: 5260 µm
  – Met2 wire len: 2460 µm
  – ANT nets after route: 0
  – Vias per cell: 4.01
  – Uppermost layer routed: met4
  – DR iter-0 viols: 85
  – DR WL/cell: 10.2 µm
  – First-pass detailed-route iteration total: 4
  – Routed vias: 2075
  – WL met3: 425 µm

Logic synthesis
  – Yosys aoi share: 0%
  – Netlist cell types: 22
  – FF+latch count, synth: 73
  – Logic family by area: simple AND/OR/NAND/NOR gates
  – Yosys adder share: 0.457%
  – Synth mux share: 0%
  – Yosys simple share: 18.1%
  – Post-synth design cell area: 2740 µm²
  – Syn Area/Cell: 12.9 µm²
  – Mapped Cells: 212
  – Ys Warns: 1
  – Ys cells: 212
  – Register area share after synthesis: 65.1%
  – Chip Area, Yosys: 2740 µm²
  – Xor+xnor area frac: 8.95%

Placement
  – Final HPWL DP: 3490 µm
  – PortBufs: 74
  – Placement Setup Slack: -423 ps
  – Final RePlAce weighted congestion: 0.790

Timing
  – Final Skew: 13.9 ps
  – Final Hold Viols: 0
  – Setup WS post-layout: 74.3 ps
  – Hold_ws: 438 ps
  – Final slew viol count: 0
  – Final TNS setup: 0 ps
  – Setup-failing EPs final: 0
  – Unrepaired setup endpoints after global routing: false

CTS
  – H-tree depth: 3
  – Hold buffers post-CTS: 0
  – Root Driver: clkbuf_8
  – CTS Buf Count: 9
  – Clk slew on worst S/H paths: 30 ps
  – CTS Sinks: 73
  – Skew-Pair Late Insertion Delay: 390 ps
  – Max Buffers Root-to-Sink: 2
  – CTS tree: done

Worst hold path
  – HP Class: reg -> reg
  – Worst hold path startpoint: PP[7]
  – Hold-critical path depth: 1
  – Worst Hold End: PC_out[7]

Setup path
  – CP arrival: 2410 ps
  – Critical path startpoint: PC_in[4]
  – FF-to-FF End: PC_out[29]
  – Crit path DRT: 2480 ps
  – CP Capture Type: flop
  – CP Max Fanout: 8
  – Reg-to-reg setup timing slack: 4090 ps
  – Setup crit start kind: input pin
  – Worst Path Class, Setup: in -> reg
  – R2R cell count: 1
  – FF-to-FF Start: PP[29]

Power and ir drop
  – Power per cell area: 368 nW/µm²
  – Leak: 2.03 nW
  – VDD IR max: 0.000130 V
  – Pwr Total: 1.60 mW

Finish
  – Final core utilization: 49.5%
  – Layout cells sized above 1: 15.9%
  – Reg area: 1780 µm²
  – Combinational gate area: 856 µm²
  – Syn-to-layout area delta: 58.3%
  – Fillcell total: 766
  – Most frequent cells in the layout: inv_1 (75), clkdlybuf4s50_1 (68), dfxtp_1 (41)
  – Commonest Layout Cell: inv_1

Status
  – Status: finished clean

Die
  – Core Region: 8760 µm²
  – Row count: 34
  – Chip area: 9520 µm²
  – Die W: 97.6 µm
  – FP Core Util: 31.3%
  – DIE HEIGHT: 97.6 µm
  – Io pins: 98

Global routing
  – GRT Total Usage: 12.2%
  – Largest net degree at the start of global routing: 33
  – First-pass GRT wire length: 8920 µm
  – Initial antenna violation count: 0
  – Vias in the first global route: 2204
  – Gr ovfl total: 0

Flow run
  – Max Cap Viol: 0
  – Tool warnings: 99
-- per-layer routing --
layer,vias up,GRT usage (%)
met5,-,0
met4,0,4.52
met3,11,7.76
met2,72,17.9
met1,939,14.6
li1,1053,-
-- where the power goes --
group          leakage (nW)  internal (mW)  switching (mW)
clock network         0.494          0.331           0.399
logic                 0.884         0.0976          0.0443
registers             0.656          0.716         0.00958
-- sequential cells by signal (all words and copies together), names as in the netlist --
signal,count
PC_out,32
PP,32
inst,9
-- critical path, stage by stage --
cell and delay, ps:
clkdlybuf4s50_1 580, and4_4 260, nor4b_4 200, buf_6 170, nand4_1 110, xnor2_1 150
-- worst max path at each step --
stage | end | slack [ps] | cells after the start
4_1_cts | PP[20] | -2 | 7
5_1_grt | PP[31] | 20 | 6
6_report | PP[31] | 70 | 6
-- layout make-up --
class / instances / share of cell area (%)
clock buffers: 9 / 2.86
multi-input cells: 131 / 19.7
clock inverters: 80 / 8.05
inverters: 2 / 0.173
flip-flops and latches: 73 / 41.1
repair buffers: 115 / 25.0
well taps: 108 / 3.12
-- synth_stat cells (all sizes together) --
library cell,instances,area share [%]
nor4,1,0.78
nand4,9,2.6
nand3,12,2.4
edfxtp,32,35
dfxtp,41,30
nand2b,1,0.23
nor2,7,0.96
ha,1,0.46
xnor2,20,6.4
and3,4,0.91
conb,1,0.14
nand2,8,1.1
xor2,8,2.6
nor3,2,0.37
clkbuf,4,0.55
nor4b,1,0.87
buf,23,6.3
nor2b,32,7.3
and4,2,0.64
inv,3,0.41
-- per-stage QoR --
step,instance area [µm²],std cells
after floorplan,2820,234
after global placement,3810,428
after detailed placement,3810,428
after CTS,4290,516
after global routing,4340,518
final,4340,518
-- cell families after synthesis --
kind of cell	after synthesis
buffers and inverters	30
flip-flops	73
other	1
AND/OR/NAND/NOR	79
XOR/XNOR	28
adder cells (fa/ha/maj)	1
-- timing repair --
| item | CTS | global route |
|---|---|---|
| setup buffers | 0 | 2 |
| pin swaps | 0 | 2 |
| gates resized | 1 | 11 |
| setup endpoints to repair | 4 | 16 |
No activity file was given, so power comes from the tool's default toggle rates.
